$ cat /design/flow/config.mk
export PLATFORM = sky130hd
export DESIGN_NAME = alu
export DESIGN_NICKNAME = alu
export VERILOG_FILES = /design/flow/design.v
export SDC_FILE = /design/flow/constraint.sdc
export NUM_CORES = 4
export LEC_CHECK = 1
export CORE_UTILIZATION = 30
$ cat /design/flow/constraint.sdc
current_design alu

set clk_period 20.5
set clk_io_pct 0.2

create_clock -name clk0 -period $clk_period

set non_clock_inputs [all_inputs -no_clocks]
set_input_delay [expr $clk_period * $clk_io_pct] -clock clk0 $non_clock_inputs
set_output_delay [expr $clk_period * $clk_io_pct] -clock clk0 [all_outputs]
$ cat /design/flow/design.v
package Pipe_Buf_Reg_PKG;
  typedef struct packed {
    logic [8:0]  Curr_Pc;
    logic [31:0] Curr_Instr;
  } if_id_reg;
  typedef struct packed {
    logic        ALUSrc;
    logic        MemtoReg;
    logic        RegWrite;
    logic        MemRead;
    logic        MemWrite;
    logic [1:0]  ALUOp;
    logic        Branch;
    logic [1:0]  RWSel;
    logic        jalrsel;
    logic [8:0]  Curr_Pc;
    logic [31:0] RD_One;
    logic [31:0] RD_Two;
    logic [4:0]  RS_One;
    logic [4:0]  RS_Two;
    logic [4:0]  rd;
    logic [31:0] ImmG;
    logic [2:0]  func3;
    logic [6:0]  func7;
    logic [31:0] Curr_Instr;
  } id_ex_reg;
  typedef struct packed {
    logic        RegWrite;
    logic        MemtoReg;
    logic        MemRead;
    logic        MemWrite;
    logic [1:0]  RWSel;
    logic        jalrsel;
    logic [31:0] Pc_Imm;
    logic [31:0] Pc_Four;
    logic [31:0] Imm_Out;
    logic [31:0] Alu_Result;
    logic [31:0] RD_Two;
    logic [4:0]  rd;
    logic [2:0]  func3;
    logic [6:0]  func7;
    logic [31:0] Curr_Instr;
  } ex_mem_reg;
  typedef struct packed {
    logic        RegWrite;
    logic        MemtoReg;
    logic [1:0]  RWSel;
    logic        jalrsel;
    logic [31:0] Pc_Imm;
    logic [31:0] Pc_Four;
    logic [31:0] Imm_Out;
    logic [31:0] Alu_Result;
    logic [31:0] MemReadData;
    logic [4:0]  rd;
    logic [31:0] Curr_Instr;
  } mem_wb_reg;
endpackage
`timescale 1ns / 1ps
module alu#(
        parameter DATA_WIDTH = 32,
        parameter OPCODE_LENGTH = 4
        )
        (
        input logic [DATA_WIDTH-1:0]    SrcA,
        input logic [DATA_WIDTH-1:0]    SrcB,
        input logic [OPCODE_LENGTH-1:0]    Operation,
        output logic[DATA_WIDTH-1:0] ALUResult
        );
        always_comb
        begin
            case(Operation)
            4'b0000:         
                    ALUResult = SrcA & SrcB;
	    4'b0001:	     
		    ALUResult = SrcA | SrcB;
            4'b0010:         
                    ALUResult = SrcA + SrcB;
	    4'b0011:	     
		    ALUResult = SrcA - SrcB;
	    4'b0100:	     
		    ALUResult = SrcA << SrcB[4:0];
	    4'b0101:	     
		    ALUResult = SrcA >> SrcB[4:0];
	    4'b0111:	     
		    ALUResult = $signed(SrcA) >>> SrcB[4:0];
            4'b1000:         
                    ALUResult = (SrcA == SrcB) ? 1 : 0;
	    4'b1001:	     
		    ALUResult = SrcA ^ SrcB;
	    4'b1010:	     
		    ALUResult = 32'b1;
	    4'b1100:	     
		    ALUResult = (SrcA < SrcB) ? 1 : 0;
	    4'b1101:	     
		    ALUResult = (SrcA != SrcB) ? 1 : 0;
	    4'b1110:	     
		    ALUResult = (SrcA >= SrcB) ? 1 : 0;
            default:
                    ALUResult = 0;
            endcase
        end
endmodule
$ cat /design/flow/run.sh
#!/bin/bash
# OpenROAD 26Q1-2900-gdf79404cd8, Yosys 0.63+post, stock flow scripts
make -C /OpenROAD-flow-scripts/flow DESIGN_CONFIG=/design/flow/config.mk WORK_HOME=/design/flow/orfs finish
==> flow_metrics.env <==
# physical design summary
export IMPL_status="finished, final reports clean"
export IMPL_core_um2=27180
export IMPL_mostFrequentLayoutCells="nor2_1 (151), a21oi_1 (116), nand2_1 (105), ha_1 (101), clkdlybuf4s50_1 (95)"
export IMPL_drive_gt1_share_pct=6.962
export IMPL_io_pins=100
export IMPL_routed_wire_length_per_instance_um=24.77
export IMPL_ctsHoldBuffers=0
export IMPL_cts_resized=0
export IMPL_grt_pass1_vias=9229
export IMPL_critical_path_buf_inv_count=4
export IMPL_port_buffer_count=100
export IMPL_synth_cell_types=75
export IMPL_ys_cells=1240
export IMPL_critPathLaunchType="input pin"
export IMPL_period_used_pct=64.32
export IMPL_comb_area_um2=7654
export IMPL_die_area_um2=28680
export IMPL_grt_busiest_layer="met1"
export IMPL_route_detailed_drc=0
export IMPL_ys_seq_share_pct=0
export IMPL_stdcell_area_um2=9625
export IMPL_drtAntennaViolNets=0
export IMPL_endpoint_kind="primary output"
export IMPL_arrival_ps=9090
export IMPL_flops=0
export IMPL_worst_pin_slew_ps=701.9
export IMPL_path_max_fanout=37
export IMPL_hold_violations=0
export IMPL_net_switching_power_mw=0.1638
export IMPL_num_rows=60
export IMPL_synthCells=1240
export IMPL_path_common_cell="clkdlybuf4s50_1"
export IMPL_max_stage_delay_ps=680
export IMPL_grt_use_met1_pct=42.89
export IMPL_p_clk_share_pct=0
export IMPL_grtUsageMet2_pct=42.89
export IMPL_synth_avg_cell_area_um2=6.776
export IMPL_antenna_diode_count=0
export IMPL_p_per_area_nw_per_um2=27.98
export IMPL_dieWidth_um=169.4
export IMPL_yosysChipArea_um2=8402
export IMPL_via_per_inst=6.123
export IMPL_seqPwrFrac_pct=0
export IMPL_relSlewSlack_pct=51.87
export IMPL_drt_iter0_markers=1217
export IMPL_max_freq_ghz=0.07584
export IMPL_swShare_pct=60.80
export IMPL_placed_area_um2=9625
export IMPL_finalSetupTns_ps=0
export IMPL_rsz0062_at_grt="no"
export IMPL_vdd_drop_max_mv=0.01386
export IMPL_lay_top_count="nor2_1"
export IMPL_grt_max_degree=63
export IMPL_slowest_stage="ha_1"
export IMPL_cap_violations=0
export IMPL_dp_hpwl_um=32300
export IMPL_nClkBuffers=0
export IMPL_internal_power_mw=0.1056
export IMPL_drtPass1Iterations=5
export IMPL_use_met3_pct=5.272
export IMPL_required_ps=16400
export IMPL_critPathKind="in -> out"
export IMPL_total_power_mw=0.2693
export IMPL_grt_remaining_overflow=0
export IMPL_syn2layout_area_growth_pct=14.56
export IMPL_min_period_ps=13190
export IMPL_finalMaxSlewViolations=0
export IMPL_num_vias=10020
export IMPL_regArea_um2=0
export IMPL_grt_pass1_wl_um=59720
export IMPL_path_cells="clkdlybuf4s50_1 -> buf_4 -> clkinv_1 -> ha_1 -> nor2_1 -> a2111oi_0 -> o211ai_1 -> nand3b_1 -> a21oi_1 -> nor3_1 -> o221ai_1 -> mux2i_1 -> o31ai_1 -> clkdlybuf4s50_1"
export IMPL_initCoreUtil_pct=30.92
export IMPL_crit_family="buffers and inverters"
export IMPL_warnings=101
export IMPL_p_leak_nw=3.926
export IMPL_combPwrFrac_pct=100.0
export IMPL_place_gp_congestion=0.9967
export IMPL_setup_violations=0
export IMPL_totalWireLength_um=40530
export IMPL_fillers=2978
export IMPL_hp_class="in -> out"
export IMPL_postCtsSetupBuffers=0
export IMPL_antenna_found_initial=1
export IMPL_yosysWarningCount=1
export IMPL_grt_use_total_pct=28.34
export IMPL_syn_area_um2=8402
export IMPL_chipHeight_um=169.4
cell usage after synthesis, types with 5 or more instances:
cell | n | area [um2]
nor2_1 | 151 | 566.8
a21oi_1 | 116 | 580.6
nand2_1 | 105 | 394.1
ha_1 | 101 | 1264
inv_1 | 94 | 352.8
o21ai_0 | 74 | 370.4
clkbuf_1 | 70 | 262.8
mux2i_1 | 50 | 500.5
mux4_2 | 44 | 991.0
o21ai_1 | 34 | 170.2
nor3_1 | 33 | 165.2
o211ai_1 | 25 | 187.7
a221oi_1 | 22 | 192.7
a211oi_1 | 21 | 157.7
nand3_1 | 19 | 95.09
o221ai_1 | 18 | 157.7
xnor2_1 | 17 | 148.9
buf_1 | 16 | 60.06
a21o_1 | 15 | 112.6
a22oi_1 | 15 | 112.6
nor2b_1 | 13 | 81.33
nand2b_1 | 11 | 68.82
a31oi_1 | 10 | 62.56
nand4_1 | 10 | 62.56
nor4_1 | 10 | 62.56
o21bai_1 | 10 | 75.07
o31ai_1 | 10 | 75.07
or3_1 | 10 | 62.56
buf_2 | 9 | 45.04
and2_1 | 7 | 43.79
inv_2 | 5 | 18.77
o2111ai_1 | 5 | 43.79
power by group through the flow:
stage,clock network [mW],logic [mW],registers [mW]
after CTS,0,0.264,0
after global routing,0,0.289,0
final,0,0.269,0
metal layers:
layer  up-vias  wire length (um)
li1       4647                 -
met1      4781             18160
met2       543             17670
met3        46              3986
met4         0               714
met5         -                 0
path summary, 6_finish.rpt:
check / from / slack, ps / depth (start not counted) / endpoint
max: SrcB[4] / 7310 / 14 / ALUResult[0]
min: Operation[0] / 9340 / 5 / ALUResult[27]
cell families (layout without fill, tap and decap cells):
group / count (synthesis) / count (layout) / share of synthesized area (%)
simple gates: 387 / 387 / 20.76
fa+ha+maj: 103 / 103 / 15.52
buf+inv: 196 / 220 / 8.980
mux: 101 / 101 / 18.69
compound gates: 432 / 432 / 33.86
xor+xnor: 21 / 21 / 2.189
final cells by class:
cell class         instances  area share (%)
multi-input cells       1044           79.51
repair buffers           120           11.75
well taps                372           4.836
inverters                100           3.900
metrics by stage:
| step | util [%] | instances | setup slack, ps | hold slack (ps) |
|---|---|---|---|---|
| after detailed placement | 35.42 | 1636 | 7453 | 9315 |
| final | 35.42 | 1636 | 7315 | 9336 |
| after global routing | 35.42 | 1636 | 6992 | 9378 |
| after floorplan | - | 1240 | 9114 | 8461 |
| after CTS | 35.42 | 1636 | 7404 | 9314 |
| after global placement | 35.42 | 1636 | 7527 | 9328 |
tightest hold or removal path: stages:
cell and delay [ps]:
buf_2 100, buf_4 320, nand4_1 180, nand3_1 90
clkdlybuf4s50_1 410
Power is estimated from default activity; no workload was simulated.
