File: ./config.mk
export PLATFORM = sky130hd
export DESIGN_NAME = BranchUnit
export DESIGN_NICKNAME = BranchUnit
export VERILOG_FILES = /design/flow/design.v
export SDC_FILE = /design/flow/constraint.sdc
export NUM_CORES = 4
export LEC_CHECK = 1
export CORE_AREA = 10 10 138 138
export DIE_AREA = 0 0 148 148
File: ./design.v
package Pipe_Buf_Reg_PKG;
  typedef struct packed {
    logic [8:0]  Curr_Pc;
    logic [31:0] Curr_Instr;
  } if_id_reg;
  typedef struct packed {
    logic        ALUSrc;
    logic        MemtoReg;
    logic        RegWrite;
    logic        MemRead;
    logic        MemWrite;
    logic [1:0]  ALUOp;
    logic        Branch;
    logic [1:0]  RWSel;
    logic        jalrsel;
    logic [8:0]  Curr_Pc;
    logic [31:0] RD_One;
    logic [31:0] RD_Two;
    logic [4:0]  RS_One;
    logic [4:0]  RS_Two;
    logic [4:0]  rd;
    logic [31:0] ImmG;
    logic [2:0]  func3;
    logic [6:0]  func7;
    logic [31:0] Curr_Instr;
  } id_ex_reg;
  typedef struct packed {
    logic        RegWrite;
    logic        MemtoReg;
    logic        MemRead;
    logic        MemWrite;
    logic [1:0]  RWSel;
    logic        jalrsel;
    logic [31:0] Pc_Imm;
    logic [31:0] Pc_Four;
    logic [31:0] Imm_Out;
    logic [31:0] Alu_Result;
    logic [31:0] RD_Two;
    logic [4:0]  rd;
    logic [2:0]  func3;
    logic [6:0]  func7;
    logic [31:0] Curr_Instr;
  } ex_mem_reg;
  typedef struct packed {
    logic        RegWrite;
    logic        MemtoReg;
    logic [1:0]  RWSel;
    logic        jalrsel;
    logic [31:0] Pc_Imm;
    logic [31:0] Pc_Four;
    logic [31:0] Imm_Out;
    logic [31:0] Alu_Result;
    logic [31:0] MemReadData;
    logic [4:0]  rd;
    logic [31:0] Curr_Instr;
  } mem_wb_reg;
endpackage
`timescale 1ns / 1ps
module BranchUnit #(
    parameter PC_W = 9
) (
    input logic [PC_W-1:0] Cur_PC,
    input logic [31:0] Imm,
    input logic Branch,
    input logic jalrsel,
    input logic [31:0] AluResult,
    output logic [31:0] Imm_OUT,
    output logic [31:0] PC_Imm,
    output logic [31:0] PC_Four,
    output logic [31:0] BrPC,
    output logic PcSel
);
  logic Branch_Sel;
  logic [31:0] PC_Full;
  logic [31:0] PC_Alu;
  assign PC_Full = {23'b0, Cur_PC};
  assign PC_Alu = PC_Full + AluResult;
  assign Imm_OUT = Imm;
  assign PC_Imm = PC_Full + Imm;
  assign PC_Four = PC_Full + 32'b100;
  assign Branch_Sel = (Branch && AluResult[0]) || (Branch && jalrsel);   
  assign BrPC = (Branch_Sel) ? (jalrsel) ? PC_Alu : PC_Imm : 32'b0;   
  assign PcSel = Branch_Sel;   
endmodule
File: ./constraint.sdc
current_design BranchUnit

set clk_period 10.6
set clk_io_pct 0.2

create_clock -name clk0 -period $clk_period

set non_clock_inputs [all_inputs -no_clocks]
set_input_delay [expr $clk_period * $clk_io_pct] -clock clk0 $non_clock_inputs
set_output_delay [expr $clk_period * $clk_io_pct] -clock clk0 [all_outputs]
File: ./run.sh
#!/bin/bash
# OpenROAD 26Q1-2900-gdf79404cd8, Yosys 0.63+post, stock flow scripts
make -C /OpenROAD-flow-scripts/flow DESIGN_CONFIG=/design/flow/config.mk WORK_HOME=/design/flow/orfs finish
==> flow_metrics.env <==
# physical design summary
export IMPL_comb_area_mm2=0.00246
export IMPL_setup_violations=0
export IMPL_path_common_cell="clkdlybuf4s50_1"
export IMPL_swShare=0.443
export IMPL_seq_area_frac_synth=0
export IMPL_setup_tns_ps=0
export IMPL_cpPeakStageDelay_ps=620
export IMPL_num_rows=46
export IMPL_ys_warn_count=0
export IMPL_p_seq_frac=0
export IMPL_drive_above_1_share=0.0449
export IMPL_register_area_um2=0
export IMPL_arrival_ps=5410
export IMPL_area_leaders="buf_4, xor2_1, ha_1"
export IMPL_viasPerCell=4.49
export IMPL_warnings=32
export IMPL_critPathLaunchType="input pin"
export IMPL_p_clk_frac=0
export IMPL_critPathRequiredTime_ps=8480
export IMPL_antenna_found_initial=0
export IMPL_grt_max_degree=22
export IMPL_ant_nets=0
export IMPL_yosys_area_top_type_share=0.143
export IMPL_vias=3374
export IMPL_synth_distinct_cells=63
export IMPL_io_pins=204
export IMPL_postCtsSetupBuffers=0
export IMPL_overflow=0
export IMPL_diodes=0
export IMPL_min_period_ps=7530
export IMPL_ctsHoldBuffers=0
export IMPL_run_status="finished, final reports clean"
export IMPL_core_mm2=0.0160
export IMPL_rsz0062_at_grt="false"
export IMPL_area_growth_pct=57.6
export IMPL_synth_area_mm2=0.00293
export IMPL_hold_viol_final=0
export IMPL_track_usage=0.124
export IMPL_die_area_mm2=0.0219
export IMPL_crit_path_end_kind="output port"
export IMPL_critPathKind="input pin to output port"
export IMPL_drt_iter0_markers=199
export IMPL_cts_resized=0
export IMPL_syn_instance_count=400
export IMPL_maxSlewViolCount=0
export IMPL_ys_cells=400
export IMPL_grt_pass1_vias=3378
export IMPL_dp_hpwl_um=12700
export IMPL_grt_pass1_wl_um=21200
export IMPL_hp_class="input pin to output port"
export IMPL_place_port_buffers=182
export IMPL_nFillCells=1771
export IMPL_die_width_um=148
export IMPL_n_clock_buffer=0
export IMPL_cp_slowest_cell="or4_4"
export IMPL_switchingPower_w=0.0000915
export IMPL_final_common_cell="clkdlybuf4s50_1"
export IMPL_place_gp_congestion=0.961
export IMPL_initCoreUtil=0.183
export IMPL_drt_pass1_iterations=4
export IMPL_leakage_nw=1.72
export IMPL_path_buffers=2
export IMPL_seq_cells=0
export IMPL_internal_power_w=0.000115
export IMPL_path_cells="clkdlybuf4s50_1 -> ha_1 -> and3_1 -> nand3_1 -> o21a_1 -> or4_4 -> xnor2_2 -> o2bb2ai_1 -> clkdlybuf4s50_1"
export IMPL_peakVddDrop_uv=13.4
export IMPL_crit_family="buffers and inverters"
export IMPL_worst_pin_slew_ps=830
export IMPL_wirelength_um=14500
export IMPL_yosysTopAreaCell="buf_4"
export IMPL_finalClockPeriodUsage=0.711
export IMPL_max_cap_violations=0
export IMPL_yosys_stat_area_mm2=0.00293
export IMPL_wire_per_inst_um=19.3
export IMPL_power_frac_comb=1.000
export IMPL_die_h_um=148
export IMPL_drc=0
export IMPL_crit_fanout=12
export IMPL_slew_headroom=0.445
export IMPL_final_util=0.289
export IMPL_fmax_mhz=133
export IMPL_syn_avg_cell_area_um2=7.33
export IMPL_lay_top_cells="clkdlybuf4s50_1, xor2_1, xnor2_1"
export IMPL_power_density_mw_per_mm2=44.7
## power by group through the flow
stage                 clock (W)  combinational (W)  sequential [W]
after CTS                     0           0.000210               0
after global routing          0           0.000225               0
final                         0           0.000206               0
## path summary, 6_finish.rpt
kind	from	to	cells past startpoint
max	Cur_PC[7]	BrPC[27]	9
min	Imm[0]	Imm_OUT[0]	2
## area by class of cell
cell class / count / area share
Multi-Input combinational cell: 339 / 0.534
Timing Repair Buffer: 184 / 0.398
Tap cell: 216 / 0.0585
Inverter: 12 / 0.00976
## synth_stat cells (7+ instances only)
library cell,instances
a211oi_1,13
o21a_1,7
and3_1,16
buf_4,56
inv_1,12
o21ai_0,14
xnor2_1,27
nor3_1,12
ha_1,19
o2bb2ai_1,18
clkbuf_1,10
nand3_1,19
a21oi_1,15
nor2_1,18
xor2_1,28
nand2_1,25
nand4_1,9
## metal layers
metal / routed length, um / track usage
met1: 6280 / 0.157
met2: 7590 / 0.224
met3: 564 / 0.0186
met4: 95 / 0.00743
met5: 0 / 0
## through the flow
step	hold slack, ps	std cells	power [W]	area (um2)	setup WS, ps
after floorplan	4250	421	0.0000936	3010	4570
after global placement	5100	751	0.000210	4620	3080
after detailed placement	5100	751	0.000209	4620	3070
after CTS	5100	751	0.000210	4620	3070
after global routing	5110	751	0.000225	4620	2890
final	5090	751	0.000206	4620	3070
## cell families after synthesis
logic type / share of synthesized area
xor+xnor: 0.170
simple gates: 0.255
other cells: 0.00128
compound gates: 0.286
fa+ha+maj: 0.0948
mux: 0.00683
buf+inv: 0.186
Power and IR drop assume default switching activity.
