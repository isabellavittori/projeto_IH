==> ./design.v <==
package Pipe_Buf_Reg_PKG;
  typedef struct packed {
    logic [8:0]  Curr_Pc;
    logic [31:0] Curr_Instr;
  } if_id_reg;
  typedef struct packed {
    logic        ALUSrc;
    logic        MemtoReg;
    logic        RegWrite;
    logic        MemRead;
    logic        MemWrite;
    logic [1:0]  ALUOp;
    logic        Branch;
    logic [1:0]  RWSel;
    logic        jalrsel;
    logic [8:0]  Curr_Pc;
    logic [31:0] RD_One;
    logic [31:0] RD_Two;
    logic [4:0]  RS_One;
    logic [4:0]  RS_Two;
    logic [4:0]  rd;
    logic [31:0] ImmG;
    logic [2:0]  func3;
    logic [6:0]  func7;
    logic [31:0] Curr_Instr;
  } id_ex_reg;
  typedef struct packed {
    logic        RegWrite;
    logic        MemtoReg;
    logic        MemRead;
    logic        MemWrite;
    logic [1:0]  RWSel;
    logic        jalrsel;
    logic [31:0] Pc_Imm;
    logic [31:0] Pc_Four;
    logic [31:0] Imm_Out;
    logic [31:0] Alu_Result;
    logic [31:0] RD_Two;
    logic [4:0]  rd;
    logic [2:0]  func3;
    logic [6:0]  func7;
    logic [31:0] Curr_Instr;
  } ex_mem_reg;
  typedef struct packed {
    logic        RegWrite;
    logic        MemtoReg;
    logic [1:0]  RWSel;
    logic        jalrsel;
    logic [31:0] Pc_Imm;
    logic [31:0] Pc_Four;
    logic [31:0] Imm_Out;
    logic [31:0] Alu_Result;
    logic [31:0] MemReadData;
    logic [4:0]  rd;
    logic [31:0] Curr_Instr;
  } mem_wb_reg;
endpackage
`timescale 1ns / 1ps
module RegFile #(
    parameter DATA_WIDTH = 32,   
    parameter ADDRESS_WIDTH = 5,   
    parameter NUM_REGS = 32
) (
    input clk,   
    input rst,   
    input rg_wrt_en,   
    input  [ADDRESS_WIDTH-1:0] rg_wrt_dest,  
    input [ADDRESS_WIDTH-1:0] rg_rd_addr1,   
    input [ADDRESS_WIDTH-1:0] rg_rd_addr2,   
    input  [DATA_WIDTH-1:0] rg_wrt_data,  
    output logic [DATA_WIDTH-1:0] rg_rd_data1,   
    output logic [DATA_WIDTH-1:0] rg_rd_data2    
);
  integer i;
  logic [DATA_WIDTH-1:0] register_file[NUM_REGS-1:0];
  always @(negedge clk) begin
    if (rst == 1'b1) for (i = 0; i < NUM_REGS; i = i + 1) register_file[i] <= 0;
    else if (rst == 1'b0 && rg_wrt_en == 1'b1) begin
      register_file[rg_wrt_dest] <= rg_wrt_data;
    end
  end
  assign rg_rd_data1 = register_file[rg_rd_addr1];
  assign rg_rd_data2 = register_file[rg_rd_addr2];
endmodule
==> ./run.sh <==
#!/bin/bash
# OpenROAD 26Q1-2900-gdf79404cd8, Yosys 0.63+post, stock flow scripts
make -C /OpenROAD-flow-scripts/flow DESIGN_CONFIG=/design/flow/config.mk WORK_HOME=/design/flow/orfs finish
==> ./config.mk <==
export PLATFORM = sky130hd
export DESIGN_NAME = RegFile
export DESIGN_NICKNAME = RegFile
export VERILOG_FILES = /design/flow/design.v
export SDC_FILE = /design/flow/constraint.sdc
export NUM_CORES = 4
export LEC_CHECK = 1
export CORE_UTILIZATION = 40
==> ./constraint.sdc <==
current_design RegFile

set clk_period 15.5
set clk_io_pct 0.2

create_clock -name clk0 -period $clk_period [get_ports {clk}]

set non_clock_inputs [all_inputs -no_clocks]
set_input_delay [expr $clk_period * $clk_io_pct] -clock clk0 $non_clock_inputs
set_output_delay [expr $clk_period * $clk_io_pct] -clock clk0 [all_outputs]
==> flow_summary.toml <==
# synthesis and place-and-route metrics
[die]
core.rowCount = 137
die_area_sq_um = 142000
dieHeight_um = 376.8
chipWidth_um = 376.8
core_sq_um = 139500
fp_util = 0.4028
ioPinCount = 114

[worst_setup_path]
start_kind = "flip-flop"
slowest_stage = "nor3_1"
worstSetupEndpointType = "output pin"
crit_chain = "mux2i_1, a22o_1, nor3_1, a31oi_1, nand3_1, clkdlybuf4s50_1"
worstPathArrival_ps = 10600
slowest_delay_ps = 540
path_class = "reg -> out"
cp.required_ps = 12400
cp_max_fo = 2

[yosys]
ys_seq_share = 0.5472
yosys_warnings = 1
synth_area_leader_cell = "edfxtp_1"
synth_area_per_cell_sq_um = 12.11
synth.top_cell.area_share = 0.5472
synth_stat.cells = 4641
yosysUniqueCellTypes = 31
netlist_area_sq_um = 56200
syn_inst = 4641
numSynthFlops = 1024
ys_area_sq_um = 56200
area_leaders = "edfxtp_1 (55%), mux2i_1 (18%), and2_1 (11%)"

[cts]
cts_buffer_depth = 3
htreeDepth = 3
cts.clk_slew.worst_paths_ps = 30
cts.sinks = 1024
cts_tree = "done"
post-cts-setup-buffers = 0
cts-root-buf = "clkbuf_16"
cts_buffers = 118
holdBufCountCts = 0
cts-resized-gates = 0

[final_timing]
drv_slew = 0
rsz0062_at_grt = "false"
max_slew_margin = 0.3752
tns_ps = 0
setup_violations = 0
worst_pin_slew_ps = 937.2
hold_violations = 0
finalWorstSetupSlack_ps = 1796
whs_ps = 7445

[placed_design]
pre_cts_ws_ps = 1260
dp.cells = 6345
placed_cell_area_sq_um = 59020
portBuffers = 113
place_congestion = 0.9212
dpl.hpwl_um = 111000

[grt]
globalRouteMet2Util = 0.4296
grt_pass1_wl_um = 278700
antenna_found_initial = 10
use_met3 = 0.1727
grt_max_degree = 84
grtUsageTotal = 0.2925
busiest_layer = "met2"
met1_usage = 0.3495
grt.overflow.total = 0
grt_pass1_vias = 44625

[final_layout]
drive_gt1_frac = 0.07595
largest_reg_flops = 1024
flop_area_sq_um = 30750
areaGrowthSynthToFinish_pct = 19.21
reg_top3 = "register_file (1024)"
fin_util = 0.4801
final.fill_count = 12161
fin_cells = 7592
comb_area_sq_um = 23430
regMostFlops = "register_file"
fin_area_sq_um = 66990

[drt]
first_pass_iters = 5
drt_iter0_markers = 2709
wl_per_cell_um = 25.62
vias = 41524
ant_nets = 0
routed_wl_um = 194500
viasPerCell = 5.469
drc = 0

[run]
tool_warnings = 1027
maxCapViolCount = 0

[min_path]
hold_depth = 6
hold_end = "rg_rd_data1[18]"
hold_path.class = "in -> out"
min_from = "rg_rd_addr1[1]"

[pwr]
finalPower_mw = 8.086
power_density_nw_per_um2 = 120.7
p_leak_nw = 29.95
peakVddDrop_mv = 0.09346

[run_status]
outcome = "completed"
## final cells by class
| cell class | count | area share |
|---|---|---|
| sequential | 1024 | 0.4590 |
| timing repair buffer | 276 | 0.03717 |
| antenna | 2 | 0.00007471 |
| clock inverter | 1127 | 0.07450 |
| multi-input combinational | 3168 | 0.3498 |
| clock buffer | 119 | 0.04445 |
| tap | 1876 | 0.03504 |
## worst max-delay path by stage
stage | from | to | depth (start not counted)
after CTS | register_file[0][28] | rg_rd_data1[28] | 6
after global routing | register_file[0][28] | rg_rd_data2[28] | 6
final | register_file[0][28] | rg_rd_data1[28] | 6
## synth_stat cells
library cell  count
buf_1            25
nor2_8            2
nor2_2           13
nand3_2           1
or3_4             1
edfxtp_1       1024
mux2i_1        1024
nand2b_1          5
nand2_1         196
and2_1         1026
nor2_4            6
buf_2            53
clkbuf_1        247
buf_6            18
or3b_4            2
nand3b_2          1
nand3b_1          3
nand3_1         193
buf_4            83
a21oi_1         192
or2_2            34
nor2_1           15
nor3_1           64
a22o_1          128
inv_1             1
or3_1             1
a31oi_1          64
clkbuf_2         21
a22oi_1         192
nor2b_1           5
clkbuf_4          1
## power by group
part,switching [mW],internal (mW)
Combinational,0.500,0.291
Clock,1.85,2.14
Sequential,0.0785,3.22
## worst max-delay path: cells and delay by family, from the launching register on
family	cells	cell delay, ps
AND/OR/NAND/NOR	2	770
multiplexers	1	80
flip-flops	1	340
AND-OR/OR-AND	2	420
buffers and inverters	1	510
## layout by cell type, fill, tap and decap left out, types with 111 or more instances in the layout
| cell type | count |
|---|---|
| inv_1 | 1062 |
| and2_1 | 1024 |
| mux2i_1 | 1024 |
| edfxtp_1 | 1024 |
| nand2_1 | 194 |
| nand3_1 | 193 |
| a22oi_1 | 192 |
| a21oi_1 | 192 |
| buf_4 | 153 |
| a22o_1 | 128 |
| clkbuf_16 | 119 |
| clkdlybuf4s50_1 | 111 |
## per-layer routing
layer,vias to the layer above,routed length [um]
met5,-,73
met4,8,8007
met3,415,24150
met2,2104,90920
met1,20049,71360
li1,18948,-
## cells by family (layout without fill, tap and decap cells)
logic type / after synthesis / in the layout / synth area share
AOI/OAI and AO/OA: 576 / 576 / 0.06982
DFF: 1024 / 1024 / 0.5472
and+or+nand+nor: 1568 / 1568 / 0.1610
muxes: 1024 / 1024 / 0.1824
buffers and inverters: 449 / 1522 / 0.03965
other: 0 / 2 / 0
Power and IR drop assume default switching activity.
